==> ./design.v <==
module Instruction_Register (IR_in,IR_W,clr,nLi,nEi,clk,I_sequencer);
output  [3:0] IR_W ,I_sequencer;
input   [7:0] IR_in ;
input   clr,nLi ,nEi ,clk;
reg     [7:0] Data;
assign IR_W = (~nEi)?  Data[3:0] : 4'bz ;
assign I_sequencer = Data[7:4];        
always@(posedge clk)
if (clr) Data<=8'b0;
else if (~(nLi))
   Data <= IR_in;  
else
   Data <= Data;    
endmodule
==> ./run.sh <==
#!/bin/bash
# OpenROAD 26Q1-2900-gdf79404cd8, Yosys 0.63+post, stock flow scripts
make -C /OpenROAD-flow-scripts/flow DESIGN_CONFIG=/design/flow/config.mk WORK_HOME=/design/flow/orfs finish
==> ./config.mk <==
export PLATFORM = sky130hd
export DESIGN_NAME = Instruction_Register
export DESIGN_NICKNAME = Instruction_Register
export VERILOG_FILES = /design/flow/design.v
export SDC_FILE = /design/flow/constraint.sdc
export NUM_CORES = 4
export LEC_CHECK = 1
export CORE_AREA = 10 10 70 70
export DIE_AREA = 0 0 80 80
==> ./constraint.sdc <==
current_design Instruction_Register

set clk_period 1.0
set clk_io_pct 0.2

create_clock -name clk0 -period $clk_period [get_ports {clk}]

set non_clock_inputs [all_inputs -no_clocks]
set_input_delay [expr $clk_period * $clk_io_pct] -clock clk0 $non_clock_inputs
set_output_delay [expr $clk_period * $clk_io_pct] -clock clk0 [all_outputs]
==> ci_impl_report.md <==
## Implementation flow summary

| Metric | Value |
|---|---|
| Status | `completed` |
| DP HPWL | `662.5 um` |
| Setup ws final | `0.05383 ns` |
| Non-Filler Instances | `95` |
| Die x size | `80 um` |
| Worst VDD drop | `0.1858 mV` |
| Antenna-violating nets left | `0` |
| # setup viols final | `0` |
| Vias in the first global route | `285` |
| Vias post-DR | `256` |
| Worst hold path type | `flop to flop` |
| CTS root buf | `clkbuf_4` |
| Worst-path clk slew | `0.05 ns` |
| Post-Place Worst Slack | `-0.1829 ns` |
| Number of fillers in the final layout | `386` |
| Late-Pin Clk Latency | `0.24 ns` |
| Post-CTS Setup Bufs | `0` |
| Gate count of the mapped netlist | `26` |
| Flop2flop setup slack | `0.39 ns` |
| CTS buffer count | `3` |
| Reg-to-Reg End | `Data[3]$_SDFFE_PP0N_` |
| Storage cell area | `170.2 um^2` |
| Required time of the critical path | `1.13 ns` |
| Die height | `80 um` |
| Worst setup SP type | `primary input` |
| Routed Wire Length | `783 um` |
| End point of the critical path | `Data[3]$_SDFFE_PP0N_` |
| Worst path max stage delay | `0.48 ns` |
| Max_slew headroom | `90.12%` |
| Crit. path cell count | `4` |
| Yosys stat cell total | `26` |
| Post-synth seq share | `56.14%` |
| PwrDens | `1220 mW/mm^2` |
| Core Area | `0.003416 mm^2` |
| Setup CP Type | `primary input to flop` |
| Max-slew violations | `0` |
| Yosys synthesis warning count | `2` |
| Area share, top type | `56.14%` |
| Clock sink count | `8` |
| # port buffers | `18` |
| DIE AREA | `0.006400 mm^2` |
| Dominant logic cell type in the layout | `clkdlybuf4s50_1` |
| Gate Area | `110.1 um^2` |
| Slew @ Worst Pin | `0.1440 ns` |
| Crit-path leading delay family | `buffers and inverters` |
| Most frequent cells in the layout | `10 x clkdlybuf4s50_1, 8 x dfxtp_2, 8 x mux2i_1, 8 x nor2_1, 8 x clkdlybuf4s15_1` |
| FP Rows | `21` |
| Initial Utilization | `8.352%` |
| Pin count of the biggest net entering global routing | `5` |
| Worst reg2reg path startpoint | `Data[3]$_SDFFE_PP0N_` |
| Post-Syn Area | `285.3 um^2` |
| Area reported by Yosys stat | `285.3 um^2` |
| WP buf/inv | `2` |
| DRT Pass-1 Iters | `2` |
| Register-to-Register Path Depth | `2` |
| DRC viols | `0` |
| Routability cong. | `0.7599` |
| Critical-path maximum fanout | `4` |
| Total Power Consumption | `695.8 uW` |
| Kind of end point of the critical path | `flop` |
| Worst path slowest cell | `clkdlybuf4s50_1` |
| Vias per Instance | `2.695` |
| Area leader, netlist | `dfxtp_1` |
| Number of diodes | `0` |
| Unrepaired setup endpoints after global routing | `false` |
| Largest cells by area | `dfxtp_1 56%, mux2i_1 28%, nor2_1 11%, buf_6 3.9%, buf_1 1.3%` |
| Average wire per cell in the routed design | `8.242 um` |
| Initial antenna violation count | `0` |
| Largest reg by FF count | `Data` |
| Worst Setup SP | `nLi` |
| Max-cap violations | `0` |
| CTS tree | `done` |
| Arrival @ worst endpoint | `1.08 ns` |
| CTS max path bufs | `2` |
| Achievable frequency | `1057 MHz` |
| # H-tree levels | `1` |
| Inst Count DP | `92` |
| Number of warnings in the stage logs | `26` |
| Hold Vio Cnt, Final | `0` |
| GR Overflow Total | `0` |
| Yosys reg bits | `8` |
| Tmin final | `0.9462 ns` |
| Number of flip-flops under the largest register name | `8` |
| Leak | `0.2397 nW` |
| Cycle use final | `94.62%` |
| Largest regs | `Data: 8 flops` |
| Distinct cells, synth | `5` |
| Syn Area/Cell | `10.97 um^2` |
| Drt initial violations | `3` |
| First-pass GRT wire length | `1324 um` |
| Setup Skew | `0 ns` |
| Top Ports | `20` |
| Area Growth Syn to Fin | `100.0%` |
| GRT Util Overall | `2.482%` |
| Layout cells sized above 1 | `30.61%` |
| Crit path cell chain | `clkdlybuf4s50_1 -> buf_4 -> mux2i_1 -> nor2_1` |
-- power by group --
group,internal [mW],switching [mW]
logic,0.0834,0.0302
clock network,0.136,0.0951
registers,0.342,0.00853
total,0.562,0.134
-- timing repair --
action,CTS,global route
hold buffers,0,0
endpoints found under the setup margin,8,3
gates resized,21,3
pin swaps,0,0
-- area by class of cell --
| type | instances | share of cell area, % |
|---|---|---|
| well taps | 46 | 10.09 |
| flip-flops and latches | 8 | 29.82 |
| clock buffers | 3 | 3.947 |
| multi-input cells | 16 | 19.30 |
| repair buffers | 22 | 36.84 |
-- worst min-delay path: stages (launching register included) --
cell and delay [ns]:
dfxtp_2 0.32, mux2i_1 0.06, nor2_1 0.07
-- worst min path at each step --
stage | from | endpoint | slack, ns | cells after the start
after CTS | Data[2]$_SDFFE_PP0N_ | Data[2]$_SDFFE_PP0N_ | 0.49 | 2
after global routing | Data[0]$_SDFFE_PP0N_ | Data[0]$_SDFFE_PP0N_ | 0.52 | 2
final | Data[2]$_SDFFE_PP0N_ | Data[2]$_SDFFE_PP0N_ | 0.48 | 2
-- kinds of logic (layout without fill, tap and decap cells) --
group	count (synthesis)	count (layout)	synth area share (%)
and+or+nand+nor	8	8	10.53
muxes	8	8	28.07
DFF	8	8	56.14
buffers and inverters	2	25	5.262
-- Yosys cell counts, drive strengths merged --
library cell and instances:
buf 2, dfxtp 8, mux2i 8, nor2 8
-- stage by stage --
stage          utilization (%)  hold WS, ns  area [um^2]  setup TNS [ns]
2_1_floorplan                -       0.3439        285.3               0
3_3_place_gp             15.75       0.4726        538.0          -1.364
3_5_place_dp             15.75       0.4851        538.0          -1.395
4_1_cts                  16.59       0.4858        566.8               0
5_1_grt                  16.70       0.5247        570.5               0
6_report                 16.70       0.4806        570.5               0
-- layer usage --
layer / GRT usage [%] / share of wire (%) / wire, um
met3: 1.364 / 12 / 95
met1: 2.672 / 39 / 305
met5: 0 / 0 / 0
met4: 1.585 / 5.2 / 41
met2: 3.692 / 43 / 340
Power figures rest on the tool's default switching activity, not on a simulated workload.
