### design.v
module add_sub(W, Su, ACC, Breg, Eu);
output reg [7:0]W;
input Su, Eu;
input [7:0] ACC, Breg;
always @(*)	
	if(Eu==1)					
		begin
			if(Su==1)		W <= ACC-Breg;
			else			W <= ACC+Breg;
		end
	else		W<=8'bz;
endmodule
module t_add_sub ;
reg Su,Eu ;
reg [7:0] ACC,Breg ;
wire [7:0] W ;	
add_sub T (W,Su,ACC,Breg,Eu);
initial 
begin 
		    Eu = 1'b0 ; Su = 1'b0 ; ACC = 8'd10 ; Breg = 8'd10 ; 
#(100)	    Eu = 1'b0 ; Su = 1'b1 ; ACC = 8'd10 ; Breg = 8'd10 ; 
#(100)		Eu = 1'b1 ; Su = 1'b0 ; ACC = 8'd15 ; Breg = 8'd5 ; 
#(100)		Eu = 1'b1 ; Su = 1'b1 ; ACC = 8'd5 ; Breg = 8'd3 ;  
end
endmodule 
### run.sh
#!/bin/bash
# OpenROAD 26Q1-2900-gdf79404cd8, Yosys 0.63+post, stock flow scripts
make -C /OpenROAD-flow-scripts/flow DESIGN_CONFIG=/design/flow/config.mk WORK_HOME=/design/flow/orfs finish
### config.mk
export PLATFORM = sky130hd
export DESIGN_NAME = add_sub
export DESIGN_NICKNAME = add_sub
export VERILOG_FILES = /design/flow/design.v
export SDC_FILE = /design/flow/constraint.sdc
export NUM_CORES = 4
export LEC_CHECK = 1
export CORE_AREA = 10 10 70 70
export DIE_AREA = 0 0 80 80
### constraint.sdc
current_design add_sub

set clk_period 5.5
set clk_io_pct 0.2

create_clock -name clk0 -period $clk_period

set non_clock_inputs [all_inputs -no_clocks]
set_input_delay [expr $clk_period * $clk_io_pct] -clock clk0 $non_clock_inputs
set_output_delay [expr $clk_period * $clk_io_pct] -clock clk0 [all_outputs]
==> Implementation_results.wiki <==
== Metrics ==
{| class="wikitable"
! Metric !! Value
|-
| Register share of total power || 0
|-
| Global-route wire length before repair || 2170 um
|-
| Most used standard cell by instance count after synthesis || xnor2_1
|-
| Yosys cell count || 61
|-
| Average wire per cell in the routed design || 10.1 um
|-
| CP Cell Sequence || clkdlybuf4s50_1, inv_1, ha_1, mux2i_1, fa_1, a21o_1, a21oi_2, nor2b_1, o311ai_2, clkdlybuf4s50_1
|-
| Final-layout worst hold slack || 3.20 ns
|-
| Share of final-layout standard cells stronger than drive strength 1 || 0.0588
|-
| Max-slew violations || 0
|-
| Worst Tran Pin Value || 0.264 ns
|-
| Final std cells w/o fill || 131
|-
| Final Worst Setup Slack || 0.665 ns
|-
| Post-synthesis cell type with the largest combined area || ha_1
|-
| Maximum achievable frequency || 207 MHz
|-
| Input/output buffers || 25
|-
| Arrival time reported for the critical path endpoint || 3.73 ns
|-
| DRC violations left || 0
|-
| Largest net degree at the start of global routing || 8
|-
| Setup TNS || 0 ns
|-
| Dpl hpwl || 1220 um
|-
| Synthesized netlist cell count || 61
|-
| Total number of warnings across the stage logs || 33
|-
| Setup CP Type || in -> out
|-
| Highest-delay cell along the critical path || clkdlybuf4s50_1
|-
| Ports || 26
|-
| Number of flip-flops and latches || 0
|-
| Post-route cell area || 771 um^2
|-
| Number of warnings printed during yosys synthesis || 2
|-
| Fraction of the cycle the final worst path needs || 0.879
|-
| Cts hold-fix bufs || 0
|-
| Area of the placeable core || 3420 um^2
|-
| Horizontal die dimension || 80 um
|-
| Switch Pwr || 0.0389 mW
|-
| Critical path launch point type || input port
|-
| Remaining antenna violation count after routing || 0
|-
| Minimum setup slack after placement || 0.652 ns
|-
| Critical Path RT || 4.40 ns
|-
| Tightest Hold Check Type || in -> out
|-
| Layout overhead on the synthesized area || 65.1%
|-
| Max Cap Violations || 0
|-
| Row count || 21
|-
| Via/cell ratio || 3.68
|-
| Placed instance area || 771 um^2
|-
| Detailed-route via count || 482
|-
| Sequential-to-total area share from yosys stat || 0
|-
| Total inserted antenna cells || 0
|-
| Biggest fanout along the worst timing path || 3
|-
| Initial antenna violation count || 0
|-
| Largest vdd supply drop || 60.3 uV
|-
| Global-route usage over all layers || 0.0405
|-
| Vias in the first global route || 497
|-
| Area share of the leading cell type in the synthesized netlist || 0.214
|-
| Cell internal power dissipation || 0.0691 mW
|-
| Post-Route WL || 1320 um
|-
| Static Leak || 0.311 nW
|-
| Kind of end point of the critical path || output pin
|-
| Routability congestion estimate || 0.719
|-
| Placed instance count || 131
|-
| Clock network power share || 0
|-
| Cells resized by post-CTS repair || 0
|-
| Average instance area after synthesis || 7.65 um^2
|-
| Initial drt markers || 13
|-
| Fp util || 0.137
|-
| Number of fill cells in the layout || 392
|-
| Clock buffers || 0
|-
| Endpoints failing setup || 0
|-
| Run status || finished clean
|-
| Fraction of power consumed by combinational cells || 1.000
|-
| Die height || 80 um
|-
| Synth area leaders || ha_1 21%, xnor2_1 19%, inv_1 7.2%
|-
| Netlist area before placement || 467 um^2
|-
| Top cell by count, worst path || clkdlybuf4s50_1
|-
| Aggregate global routing overflow || 0
|-
| Power per cell area || 140 nW/um^2
|-
| FF/Latch Area || 0 um^2
|-
| Post CTS Setup Buffer Count || 0
|-
| Setup repair after global routing missed its margin || false
|-
| Final core occ || 0.226
|-
| Count of cell types in the netlist || 23
|-
| Final hold viol count || 0
|-
| Post-synthesis chip area from yosys || 467 um^2
|-
| Final period demand of the worst path || 4.83 ns
|-
| Headroom to the max-slew limit || 0.819
|-
| Area of the die || 6400 um^2
|-
| Post-layout total power || 0.108 mW
|-
| Most frequent cells after synthesis || 10 x xnor2_1, 9 x inv_1, 8 x ha_1
|-
| Maximum cell stage delay along the critical path || 0.53 ns
|-
| Area of combinational cells with multiple inputs || 429 um^2
|-
| Switching share of total power || 0.360
|-
| DR pass1 iterations || 4
|}
==> cells in the final DEF, fill, tap and decap left out <==
master,Yosys,layout
or2_2,1,1
a21o_1,1,1
inv_1,9,9
mux2i_1,1,1
nand2b_1,1,1
o311ai_2,1,1
nor3_1,1,1
nor2_1,5,5
o2111ai_1,1,1
clkdlybuf4s50_1,0,25
fa_1,1,1
xnor2_1,10,10
a21oi_2,1,1
a31oi_1,4,4
and3_1,1,1
nand3b_1,2,2
a221oi_1,1,1
nor2b_1,3,3
o21a_1,1,1
xor2_1,2,2
ha_1,8,8
nor3_2,2,2
a21oi_1,3,3
==> critical path: cells and delay by family <==
kind | cells | cell delay (ns)
AND-OR/OR-AND | 3 | 0.63
adder cells (fa/ha/maj) | 2 | 0.72
AND/OR/NAND/NOR | 1 | 0.08
multiplexers | 1 | 0.10
buffers and inverters | 3 | 1.11
==> path summary, 6_finish.rpt <==
check | start | end | slack, ns | depth (start not counted)
setup / recovery | Breg[0] | W[6] | 0.67 | 10
hold / removal | ACC[0] | W[0] | 3.20 | 5
==> layout make-up <==
type               count  share of cell area
inverters              9              0.0438
multi-input cells     51               0.557
well taps             46              0.0747
repair buffers        25               0.325
==> kinds of logic (layout without fill, tap and decap cells) <==
logic type / count (synthesis) / after routing / synth area share
adder cells (fa/ha/maj): 9 / 9 / 0.257
AND/OR/NAND/NOR: 16 / 16 / 0.206
buffers and inverters: 10 / 34 / 0.0804
multiplexers: 1 / 1 / 0.0214
XOR/XNOR: 12 / 12 / 0.225
AND-OR/OR-AND: 13 / 13 / 0.209
==> per-layer routing <==
layer  track usage  share of wire  wire [um]  up-vias
li1              -              -          -      260
met1        0.0549           0.50        656      206
met2        0.0634           0.41        545       16
met3        0.0148          0.091        120        0
met4             0              0          0        0
met5             0              0          0        -
==> power by group through the flow <==
stage,Sequential (mW),Combinational [mW],Clock [mW]
CTS,0,0.111,0
global route,0,0.122,0
finish,0,0.108,0
No activity file was given, so power comes from the tool's default toggle rates.
