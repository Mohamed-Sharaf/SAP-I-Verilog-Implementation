## flow/run.sh

```bash
#!/bin/bash
# OpenROAD 26Q1-2900-gdf79404cd8, Yosys 0.63+post, stock flow scripts
make -C /OpenROAD-flow-scripts/flow DESIGN_CONFIG=/design/flow/config.mk WORK_HOME=/design/flow/orfs finish
```

## flow/design.v

```verilog
module  MAR (clr,in,out,clk,nLm);
output reg [3:0]   out;
input          clr,clk,nLm;
input  [3:0]   in;
always@(posedge clk)
if(clr)  out<=8'b0;
else if(!nLm) out<=in;
else 	 out<= out;
endmodule
```

## flow/constraint.sdc

```tcl
current_design MAR

set clk_period 1.1
set clk_io_pct 0.2

create_clock -name clk0 -period $clk_period [get_ports {clk}]

set non_clock_inputs [all_inputs -no_clocks]
set_input_delay [expr $clk_period * $clk_io_pct] -clock clk0 $non_clock_inputs
set_output_delay [expr $clk_period * $clk_io_pct] -clock clk0 [all_outputs]
```

## flow/config.mk

```make
export PLATFORM = sky130hd
export DESIGN_NAME = MAR
export DESIGN_NICKNAME = MAR
export VERILOG_FILES = /design/flow/design.v
export SDC_FILE = /design/flow/constraint.sdc
export NUM_CORES = 4
export LEC_CHECK = 1
export CORE_AREA = 10 10 70 70
export DIE_AREA = 0 0 80 80
```

==> COMMIT_EDITMSG <==
Add synthesis and place-and-route results

- For the pin with the worst max-slew slack, the measured transition is 0.222 ns.
- The count of nets left with antenna violations once routing finished came out at 0.
* Final cycle utilization of the critical path: 90.4%
- Detailed routing inserted a total of 136 vias.
- Cell Chain, Critical Path: dlygate4sd2_1
- From synthesis to final layout, the design area changed by 127%.
* Slowest cell on the critical path: sky130_fd_sc_hd__dfxtp_2
- PnR worst setup slack: 0.106 ns
- Synth area leader: sky130_fd_sc_hd__dfxtp_1
* Worst path buffer plus inverter count: 1
- Synth warn: 1
- After technology mapping, the gate count stands at 13.
- Maximum number of pins on one net before global-route repair: 5
- The largest registers in the layout are out x4.
- The stage logs contain a warning count of 25.
- Per the detail_route report, DRC violations left total 0.
* Htree depth: 1
* Dominant register cell: sky130_fd_sc_hd__dfxtp_1
- Number of enable flip-flop cells: 0
- Of the cells placed in the final design, the portion with a size suffix greater than 1 is 28.0%.
- Crit path DAT: 0.77 ns
- Setup repair after global routing missed its margin: no
- Startpoint of the worst-slack reg-to-reg timing path: out[3]
* Yosys stat cell total: 13
* Worst Reg-to-Reg Cells: 2
* Final core area utilization: 9.30%
* Number of instances on the worst hold path: 2
- Clk latency of the worst-skew pair: 0.23 ns
- Number of pins exceeding their max-slew limit in the final report: 0
- The post-placement cell area is 293 sq um.
* Max-cap violation count: 0
- Note that the worst hold path type here is reg -> reg.
* Flip-flop and latch count after synthesis: 4
* Clk slew on worst S/H paths: 0.04 ns
* WL final: 486 um
* Static Leakage: 0.132 nW
- The script logs the mean routed wire length per placed instance as 6.75 um.
* Cell family contributing the most delay on the critical path: flip-flops
- The cell area that synthesis handed to floorplanning was 140 sq um.
- 11 I/O pins were placed.
- Inserted Clock Buffers: 3
- STA classifies the critical path endpoint as an output port.
* Initial core utilization: 4.10%
- The flow ran to the end, and the final reports show no timing, DRC or antenna violations.
* Largest fanout on the critical path: 2
- Yosys reports that the most numerous cell types are 4 x sky130_fd_sc_hd__dfxtp_1, 4 x sky130_fd_sc_hd__mux2i_1, 4 x sky130_fd_sc_hd__nor2_1.
* Fraction of the yosys area taken by sequential cells: 57.1%
- Max stage delay on crit path: 0.31 ns
- According to the floorplan report, the placeable core area is 0.00342 sq mm.
- Async set-or-reset flop fraction in the synthesized netlist: 0%
- Looking at the hold checks, the worst path lands on out[0].
- Buffers on Ports: 10
* Max reg flops: 4
* Power per cell area: 1220 mW/mm^2
* Die Y: 80 um
- Highest achievable clock rate: 1010 MHz
- The largest register by flop count is out.
- STA lists the startpoint of the worst hold path as out[0].
* Post-CTS setup repair buffer count: 0
- Global routing usage summed across all routing layers: 1.58%
- The max-slew check reports its worst relative slack as 85.2%.
* Element type at the critical path start: flop
- The setup check on the worst reg-to-reg path leaves a slack of 0.48 ns.
* Total power consumption of the routed design: 0.388 mW
* Clock Path Buffers: 2
- Final Cell Area: 318 sq um
* First-pass GRT wire length: 731 um
- The critical path in this run is classified as reg -> out.
- The most critical hold endpoint after final layout shows a slack of 0.486 ns.
- Post-placement worst setup slack: -0.103 ns
- Dividing the detail-routed via count by the number of cells gives 1.89.
- In the final run the clock tree shows a worst skew of 0 ns.
* Top cell type's share of synthesized area: 57.1%
* Num rows: 21
- Gp weighted congestion: 0.778
- The via count of the first global-routing pass came to 158.
- Die Footprint: 0.00640 sq mm
- For the worst setup path, the data required time is 0.88 ns.
- The total overflow left after global routing is 0.
- Clock tree synthesis selected as its root buffer the cell sky130_fd_sc_hd__clkbuf_4.
- Final-report setup violation count: 0
* Initial antenna violation count: 1
* TritonCTS clock tree: yes
- Drt first pass iters: 1
- Each instance of the synthesized netlist takes up on average 10.8 sq um.
- Across the VDD grid, the largest voltage drop is 171 uV.
- Top cells by area: sky130_fd_sc_hd__dfxtp_1 57%, sky130_fd_sc_hd__mux2i_1 29%, sky130_fd_sc_hd__nor2_1 11%
* Sinks on Clock Net: 4
- Die Wd: 80 um
- The clock period could shrink to 0.994 ns.
- Yosys stat chip area: 140 sq um
- Drt initial violations: 0
- Number of distinct library cells after synthesis: 4
- Reg-to-Reg End: out[3]
* Count of final hold-check violations: 0
[logic make-up after synthesis]
logic type / after synthesis / synth area share [%]
buffers and inverters: 1 / 3.57
DFF: 4 / 57.1
muxes: 4 / 28.6
and+or+nand+nor: 4 / 10.7
[report_power, final]
part           leakage, nW  internal, mW  switching (mW)  total, mW
registers           0.0344         0.156         0.00369      0.160
logic               0.0836        0.0348          0.0142     0.0489
clock network       0.0138         0.122          0.0574      0.179
[cell type report]
class	instances	area, sq um
fillers	402	3100
multi-input cells	8	55.1
clock buffers	3	22.5
diodes	1	2.50
repair buffers	10	95.1
flip-flops and latches	4	85.1
well taps	46	57.6
[worst max path at each step]
stage | startpoint | to | slack (ns) | cells after the start
6_report | out[1] | out[1] | 0.11 | 1
5_1_grt | nLm | out[2] | 0.06 | 3
4_1_cts | out[1] | out[1] | 0.09 | 1
[routing by layer]
layer  GRT usage (%)  share of wire, %
met5               0                 0
met4           0.704               4.5
met3            2.39                31
met2            1.77                27
met1            1.40                36
[what timing repair did]
item                       in CTS  in global routing
hold buffers                    0                  0
setup endpoints to repair       4                  0
gates resized                   8                  0
[stage by stage]
step	TNS (ns)	cells
after floorplan	0	13
after global placement	-0.355	68
after detailed placement	-0.352	68
after CTS	0	71
after global routing	0	72
final	0	72
[placed cells by master (no fill, tap or decap)]
master,synthesis,final
sky130_fd_sc_hd__clkdlybuf4s50_1,0,6
sky130_fd_sc_hd__clkbuf_4,0,3
sky130_fd_sc_hd__diode_2,0,1
sky130_fd_sc_hd__nor2_1,4,4
sky130_fd_sc_hd__dlygate4sd2_1,0,4
sky130_fd_sc_hd__mux2i_1,4,4
sky130_fd_sc_hd__dfxtp_2,0,4
Power figures rest on the tool's default switching activity, not on a simulated workload.
